File: /design/flow/design.v
module ctrl_pt1(
	input
		clk,
		load_mem,
		reset,
		done,
		start,
	output reg [$clog2(8)-1:0]
		Ai, Aj, Bi, Bj, Ci, Cj,
	output reg
		mac_clr,
		C_wen);
	reg mac_clr_c, C_wen_c;
	reg [$clog2(8)-1:0]
		Ai_c, Aj_c, Bi_c, Bj_c, Ci_c, Cj_c;
	reg state, state_c;
	reg mac_clr_r, C_wen_r0, C_wen_r1;
	reg [$clog2(8)-1:0]
		Ci_r0, Ci_r1, 
		Cj_r0, Cj_r1;
	always@(*) begin
		if(reset == 1'b1) begin
			{Ai_c, Aj_c} = 0;
			{Bi_c, Bj_c} = 0;
			{Ci_c, Cj_c} = 0;
			mac_clr_c = 1'b1;
			C_wen_c = 1'b0;
			state_c = 1'b0;
		end else if((reset == 1'b0) && (state == 1'b1)) begin
			state_c = ~done;
			Ai_c = Ai == (8 - 1) ? 0 : Ai + 1;
			Aj_c = (Bj == (8 - 1)) && (Bi == (8 - 1)) ? 
					Aj + 1 : Aj;
			Bi_c =  Bj == (8 - 1) ?
			        Bi == (8 - 1) ? 
					0 : Bi + 1 
			       : Bi;
			Bj_c = Bj == (8 - 1) ? 0 : Bj + 1;
			Ci_c = Bi_c;
			Cj_c = Aj_c;
			mac_clr_c = Ai == (8 - 1);
			C_wen_c = Ai == (8 - 1);
		end else begin
			{Ai_c, Aj_c} = 0;
			{Bi_c, Bj_c} = 0;
			{Ci_c, Cj_c} = 0;
			mac_clr_c = 1'b1;
			C_wen_c = 1'b0;
			state_c = start;
		end
	end
	always@(posedge clk) begin
		{Ai, Aj} <= {Ai_c, Aj_c};
		{Bi, Bj} <= {Bi_c, Bj_c};
		{Ci_r0, Cj_r0} <= {Ci_c, Cj_c};
		{Ci_r1, Cj_r1} <= {Ci_r0, Cj_r0};
		{Ci, Cj} <= {Ci_r1, Cj_r1};		
		mac_clr_r <= mac_clr_c;
		mac_clr <= mac_clr_r;
		C_wen_r0 <= C_wen_c;
		C_wen_r1 <= C_wen_r0;
		C_wen <= C_wen_r0;
		state <= state_c;
	end
endmodule
module fsm(
	input 
		clk,
		start,
		reset,
		load_mem,
	output reg
		done,
	output reg [10:0]
		clock_count);
	reg [10:0] clock_count_c;
	reg done_c;
	reg state, state_c;
	parameter IDLE = 0;
	parameter RUN = 1;
	always@(*) begin
		if(reset) begin
			clock_count_c = 12'b0;
			done_c = 1'b0;
			state_c = IDLE;
		end else begin
			if(state == IDLE) begin
				if(start) begin
					done_c = 1'b0;
					clock_count_c = 12'b0;
					state_c = RUN;
				end else begin
					done_c = done;
					clock_count_c = clock_count;
					state_c = IDLE;
				end
			end else begin
				if(clock_count <= ((8 * 8 * 8) / 1) + 0) begin
					done_c = 1'b0;
					clock_count_c = clock_count + 12'b1;
					state_c = RUN;
				end else begin
					done_c = 1'b1;
					clock_count_c = clock_count;
					state_c = IDLE;
				end
			end
		end
	end
	always@(posedge clk) begin
		clock_count <= clock_count_c;
		done <= done_c;
		state <= state_c;
	end
endmodule
module gen_idx(
	input [$clog2(8)-1:0] 
		i, j,
	output [$clog2(8 * 8)-1:0]
		idx);
	assign idx = i*8 + j;
endmodule
module mac (
	input
		clk, clr,
	input signed [8-1:0]
		A, B,
	output reg signed [$clog2((1<<8)*(1<<8)*8)-1:0] 
		Y );
	reg signed [$clog2((1<<8)*(1<<8)*8)-1:0] acc_c;
	always@(*) begin
		acc_c = clr ? A*B : A*B + Y;
	end
	always@(posedge clk)
		Y <= acc_c;
endmodule
module mat_ram_1prt_19b (
	input
		clk,
		wen,
	input [$clog2(8 * 8)-1:0] 
		addr,
	input signed [$clog2((1<<8)*(1<<8)*8)-1:0]
		wd,
	output reg signed [$clog2((1<<8)*(1<<8)*8)-1:0]
		rd);
	reg signed [$clog2((1<<8)*(1<<8)*8)-1:0] mem [0:8 * 8-1];
	always@(posedge clk) begin
		if(wen) begin
			mem[addr] <= wd;
		end else
			rd <= mem[addr];
	end
endmodule
module mat_ram_1prt_8b (
	input
		clk,
		wen,
	input [$clog2(8 * 8)-1:0] 
		addr,
	input signed [8-1:0]
		wd,
	output reg signed [8-1:0]
		rd);
	reg signed [8-1:0] mem [0:8 * 8-1];
	always@(posedge clk) begin
		if(wen) begin
			mem[addr] <= wd;
		end else
			rd <= mem[addr];
	end
endmodule
module matrix_mult(
	input
		clk,
		load_mem,
		start,
		reset,
		wenA,
		wenB,
		wenC,
	input [$clog2(8 * 8)-1:0]
		addrA,
		addrB,
		addrC,
	input signed [8 - 1:0]
		wdA,
		wdB,
	output
		done,
	output signed [$clog2((1<<8)*(1<<8)*8)-1:0]
		rdC);
	wire mac_clr, C_wen, 
		A_wen_in, B_wen_in, C_wen_in;
	wire [$clog2(8)-1:0] 
		Ai, Aj, Bi, Bj, Ci, Cj;
	wire [$clog2(8 * 8)-1:0]
		idxA, idxB, idxC, 
		addrA_in, addrB_in, addrC_in;
	wire signed [8-1:0]
		Aij, Bij;
	wire signed [$clog2((1<<8)*(1<<8)*8)-1:0]
		rslt;
	gen_idx gen_addr_A(
		.i(Ai),
		.j(Aj),
		.idx(idxA));
	assign addrA_in = load_mem ? addrA : idxA;
	assign wenA_in = load_mem ? wenA : 1'b0; 
	mat_ram_1prt_8b memA (
		.clk(clk),
		.wen(wenA_in),
		.addr(addrA_in),
		.wd(wdA),
		.rd(Aij));
	gen_idx gen_addr_B(
		.i(Bi),
		.j(Bj),
		.idx(idxB));
	assign addrB_in = load_mem ? addrB : idxB;
	assign wenB_in = load_mem ? wenB : 1'b0; 
	mat_ram_1prt_8b memB (
		.clk(clk),
		.wen(wenB_in),
		.addr(addrB_in),
		.wd(wdB),
		.rd(Bij));
	gen_idx gen_addr_C(
		.i(Ci),
		.j(Cj),
		.idx(idxC));
	assign wenC_in = load_mem ? wenC : C_wen;
	assign addrC_in = load_mem ? addrC : idxC;
	mat_ram_1prt_19b memC (
		.clk(clk),
		.wen(wenC_in),
		.addr(addrC_in),
		.wd(rslt),
		.rd(rdC));
	ctrl_pt1 ctrl_i0(
		.clk(clk),
		.load_mem(load_mem),
		.done(done),
		.start(start),
		.reset(reset),
		.mac_clr(mac_clr),
		.C_wen(C_wen),
		.Ai(Ai),
		.Aj(Aj),
		.Bi(Bi),
		.Bj(Bj),
		.Ci(Ci),
		.Cj(Cj));
	mac mac_i0(
		.clk(clk),
		.clr(mac_clr),
		.A(Aij),
		.B(Bij),
		.Y(rslt));
	fsm fsm_i(
		.load_mem(load_mem),
		.clk(clk),
		.reset(reset),
		.start(start),
		.done(done),
		.clock_count(clock_count));
endmodule
File: /design/flow/run.sh
#!/bin/bash
# OpenROAD 26Q1-2900-gdf79404cd8, Yosys 0.63+post, stock flow scripts
make -C /OpenROAD-flow-scripts/flow DESIGN_CONFIG=/design/flow/config.mk WORK_HOME=/design/flow/orfs finish
File: /design/flow/config.mk
export PLATFORM = sky130hd
export DESIGN_NAME = matrix_mult
export DESIGN_NICKNAME = matrix_mult
export VERILOG_FILES = /design/flow/design.v
export SDC_FILE = /design/flow/constraint.sdc
export NUM_CORES = 4
export LEC_CHECK = 1
export CORE_UTILIZATION = 50
File: /design/flow/constraint.sdc
current_design matrix_mult

set clk_period 18.8
set clk_io_pct 0.2

create_clock -name clk0 -period $clk_period [get_ports {clk}]

set non_clock_inputs [all_inputs -no_clocks]
set_input_delay [expr $clk_period * $clk_io_pct] -clock clk0 $non_clock_inputs
set_output_delay [expr $clk_period * $clk_io_pct] -clock clk0 [all_outputs]
==> GITHUB_STEP_SUMMARY <==
### Metrics collected by this job

| Metric | Value |
|---|---|
| Final Max Tran Viols | `0` |
| Crit. End Element | `flip-flop` |
| Tool warnings | `29` |
| Dominant register cell | `edfxtp_1` |
| Die Height | `424 um` |
| Switch Pwr | `3.53 mW` |
| Largest stage delay on the critical path | `1.14 ns` |
| Post-synth EDFFs | `2275` |
| Crit-path max FO | `44` |
| Post-Synthesis Cells | `5211` |
| Worst skew pair latency | `0.89 ns` |
| Max Cap Viol | `0` |
| Top-Level Pins | `61` |
| Clock group share of total power | `33.9%` |
| Vias in the first global route | `53300` |
| Cycle use final | `43.1%` |
| Syn Area/Cell | `17.1 um2` |
| Syn-to-layout area delta | `13.1%` |
| Critical path startpoint category | `input pin` |
| Fillers | `13200` |
| Clk root buf | `clkbuf_16` |
| DP Wirelength | `145000 um` |
| Hold-fix buffers, CTS | `0` |
| Yosys chip area | `0.0891 mm2` |
| Cell Type Count | `80` |
| WP data arrival | `8.65 ns` |
| Final min period | `8.11 ns` |
| Sw Ratio | `27.3%` |
| Chip area | `0.180 mm2` |
| Synthesized area | `0.0891 mm2` |
| GR Util met2 | `44.4%` |
| Most frequent logic cell in the layout | `edfxtp_1` |
| Register Area | `0.0696 mm2` |
| CP cell instances | `clkdlybuf4s50_1 > mux2_4 > a21oi_4 > buf_4 > buf_4 > a22oi_1 > nand2_1 > o21ai_0 > nor4b_1 > o221ai_1` |
| Peak supply drop | `0.000160 V` |
| Die X-Extent | `424 um` |
| Total number of vias | `50800` |
| Antenna Violating Nets Remaining | `0` |
| CP max stage cell | `nor4b_1` |
| Gr busiest metal | `met2` |
| Met1 Use GR | `41.5%` |
| Largest net degree at the start of global routing | `66` |
| Fmax | `123 MHz` |
| Via/cell ratio | `6.34` |
| Final setup vio count | `0` |
| Logic pwr share | `17.4%` |
| Yosys Warn Count | `10` |
| P per Cell Area | `129 mW/mm2` |
| Initial antenna violation count | `8` |
| Clk sinks | `2336` |
| Clock buffer depth | `3` |
| Pre-CTS setup slack | `9.87 ns` |
| Avg WL per Cell | `31.1 um` |
| Clock skew | `0.0607 ns` |
| GRT Util Overall | `31.2%` |
| Max transition margin | `9.66%` |
| P_int | `9.42 mW` |
| Final worst slack | `10.69 ns` |
| Leak | `31.8 nW` |
| Most used cell, CP | `buf_4` |
| Iteration-0 DRC Markers | `3766` |
| Worst EP required | `19.34 ns` |
| Fp_density | `50.5%` |
| Port bufs | `60` |
| Core area | `0.176 mm2` |
| Class of the worst hold path | `reg2reg` |
| Clock-pin slew on the worst setup and hold paths | `0.06 ns` |
| Overflow after GRT | `0` |
| Ys async rst share | `0%` |
| Drt total wl | `249000 um` |
| Worst-Margin Slew | `1.34 ns` |
| Flop pwr share | `48.7%` |
| Final hold viol count | `0` |
| Crit Path Class | `in2reg` |
| Post-route setup TNS | `0 ns` |
| Share of layout cells above drive strength 1 | `13.3%` |
| RSZ-0062 raised after global routing | `no` |
| Power consumption | `12.9 mW` |
| Total CTS buffers | `226` |
| Outcome | `finished clean` |
| Grt met3 use | `20.5%` |
| H-tree levels | `4` |
| First-pass GRT wire length | `362000 um` |
| Multi-input gate area | `0.0181 mm2` |
| Top cells excl fill/tap | `edfxtp_1 (2275), a22oi_1 (878), buf_4 (265), nand2_1 (249), clkbuf_16 (227)` |
| Yosys Instances | `5211` |
| Floorplan row count | `154` |
| Pre-antenna DRT Iters | `6` |
| Seq share, synth | `78.1%` |
| Routability cong. | `0.930` |
| DRC Markers | `0` |
| Registers, synthesis | `2336` |
| CTS tree | `yes` |
| # resized after CTS | `0` |
| # Post-CTS Setup Buffers | `0` |
layout make-up:
class                      instances  share of cell area (%)
sequential                      2336                    69.1
multi-input combinational       2482                    18.0
clock buffer                     281                    5.87
tap                             2340                    2.91
timing repair buffer             326                    2.51
clock inverter                   138                    1.22
inverter                         100                   0.373
antenna                            2                 0.00497
metal layers:
layer	up-vias	wire length, um
li1	21900	-
met1	25100	83400
met2	3277	116000
met3	491	38300
met4	12	10800
met5	-	169
worst max-delay path: cells and delay by family:
family                 cells  cell delay, ns
AND-OR/OR-AND              4            1.68
buffers and inverters      3            1.33
multiplexers               1            0.57
AND/OR/NAND/NOR            2            1.21
kinds of logic after synthesis:
group,synth area share [%]
AND-OR/OR-AND,13.0
XOR/XNOR,0.433
adder cells (fa/ha/maj),2.07
buffers and inverters,2.01
flip-flops,78.1
multiplexers,0.535
AND/OR/NAND/NOR,3.85
worst paths after layout:
| kind | to | start | cells after the start | slack [ns] |
|---|---|---|---|---|
| min reg2reg | ctrl_i0.Cj[2]$_DFF_P_ | ctrl_i0.Cj_r1[2]$_DFF_P_ | 0 | 0.33 |
| max reg2reg | mac_i0.Y[18]$_DFF_P_ | memB.rd[2]$_DFFE_PN_ | 23 | 12.27 |
| max | memC.rd[15]$_DFFE_PN_ | addrC[1] | 10 | 10.69 |
| min | ctrl_i0.Cj[2]$_DFF_P_ | ctrl_i0.Cj_r1[2]$_DFF_P_ | 0 | 0.33 |
registers in the layout, indices dropped and copies added, names as in the netlist, 8 cells and up:
name / cells
memA.mem: 512
memA.rd: 8
memB.mem: 512
fsm_i.clock_count: 11
memC.mem: 1216
memC.rd: 19
memB.rd: 8
mac_i0.Y: 19
per-stage QoR:
step | instances | hold slack (ns) | cell area, um2 | utilization [%]
after floorplan | 5211 | 0.310 | 89100 | -
after detailed placement | 7584 | 0.312 | 93500 | 53.0
after CTS | 8003 | 0.326 | 101000 | 57.0
after global placement | 7583 | 0.311 | 93500 | 53.0
final | 8005 | 0.326 | 101000 | 57.0
after global routing | 8005 | 0.332 | 101000 | 57.0
Yosys cell counts, drive strengths merged (9+ instances only):
| library cell | n | area [um2] |
|---|---|---|
| o22ai | 11 | 68.8 |
| nand2b | 15 | 93.8 |
| nor3 | 9 | 45.0 |
| nand2 | 254 | 958 |
| dfxtp | 61 | 1220 |
| or4 | 12 | 90.1 |
| nor4 | 22 | 138 |
| a41o | 13 | 130 |
| a221oi | 57 | 499 |
| a21o | 15 | 113 |
| o211ai | 11 | 82.6 |
| nor2 | 274 | 1030 |
| xnor2 | 29 | 254 |
| a22oi | 878 | 6590 |
| o22a | 11 | 96.3 |
| a221o | 9 | 90.1 |
| a21oi | 100 | 549 |
| xor2 | 15 | 131 |
| a31oi | 66 | 413 |
| fa | 56 | 1120 |
| a41oi | 102 | 893 |
| mux2 | 18 | 214 |
| mux2i | 23 | 263 |
| edfxtp | 2275 | 68300 |
| a222oi | 58 | 581 |
| inv | 100 | 375 |
| nand4 | 27 | 169 |
| a22o | 71 | 622 |
| and2 | 52 | 325 |
| nand3b | 12 | 101 |
| clkbuf | 93 | 349 |
| or3b | 9 | 78.8 |
| ha | 58 | 726 |
| nor2b | 12 | 75.1 |
| nand3 | 30 | 150 |
| o21ai | 64 | 320 |
| buf | 200 | 1070 |
power groups by stage:
stage / clock network, mW / logic [mW] / registers [mW]
after CTS: 4.44 / 2.26 / 6.30
after global routing: 4.64 / 2.54 / 6.31
final: 4.39 / 2.26 / 6.30
Power and IR drop assume default switching activity.
